File: ./run.sh
#!/bin/bash
# OpenROAD 26Q1-2900-gdf79404cd8, Yosys 0.63+post, stock flow scripts
make -C /OpenROAD-flow-scripts/flow DESIGN_CONFIG=/design/flow/config.mk WORK_HOME=/design/flow/orfs finish
File: ./config.mk
export PLATFORM = sky130hd
export DESIGN_NAME = proj
export DESIGN_NICKNAME = proj
export VERILOG_FILES = /design/flow/design.v
export SDC_FILE = /design/flow/constraint.sdc
export NUM_CORES = 4
export LEC_CHECK = 1
export CORE_UTILIZATION = 40
File: ./constraint.sdc
current_design proj

set clk_period 7.2
set clk_io_pct 0.2

create_clock -name clk0 -period $clk_period [get_ports {clk}]

set non_clock_inputs [all_inputs -no_clocks]
set_input_delay [expr $clk_period * $clk_io_pct] -clock clk0 $non_clock_inputs
set_output_delay [expr $clk_period * $clk_io_pct] -clock clk0 [all_outputs]
File: ./design.v
module proj (
  input [7:0] A ,B , 
  input [3:0] s ,
  input  clk ,
  input R_W,
  input rst,
  output reg [7:0]F ,
  output  zeroflag , CarryOut, overflow ,
  output  EQ , GT ,LT 
); 
 reg  [7:0] result ;
 reg [8:0] temp ;
always @(*)
  begin
   if (s == 4'b0000) begin
   temp = A+B;
	result = temp[7:0];
	end
	else if (s == 4'b0001) begin
	temp = A-B;
	result = temp[7:0];
	end
	else
	   begin
      case (s)
        4'b0011 : result = ~B+1 ;
        4'b1000 : result = A&B ;
        4'b1001 : result = A^B ;
        4'b1010 : result = A|B ;
        4'b1011 : result = ~B ;
        4'b1100 : result = {A[0], A[7:1]};           
        4'b1101 : result = {A[7:1], A[0]};           
        4'b1110 : result = {A[6:0], 1'b0};           
        4'b1111 : result = {1'b0, A[7:1]};           
      endcase
		end
  end
  assign  CarryOut = temp[8];               
  assign  zeroflag = (result == 8'b0);
  assign  overflow = ((A[7]==B[7]) && (result[7] != A[7])) ;  
  assign  GT = ( A > B )? 1'b1 : 1'b0; 
  assign  LT = ( A < B )? 1'b1 : 1'b0; 
  assign  EQ = ( A == B)? 1'b1 : 1'b0; 
  always @(posedge clk or negedge rst )
        begin 
            if(!rst)
                begin
                  F <= 1'b0 ;
                end 
            else
              begin
                  if(R_W)
                      begin
                        F = result ;
                      end
              end     
        end
endmodule
==> run summary <==
Synthesis and place-and-route results.

- The run finished with clean final reports.
- The TritonCTS buffer count is 3.
- The share of total power dissipated in combinational logic is 57.4%.
- Detailed placement finished with a half-perimeter wire length of 4.38 mm.
- The routed length on met2 is 2.78 mm.
- For the worst-skew pair, the clock arrives at the later sink with an insertion delay of 0.22 ns.
- The kind of launch point of the worst setup path is a primary input.
- The count of placed standard cells in the final layout, fillers left out is 374.
- The end of the critical path is GT.
- The number of antenna repair diodes is 0.
- Of the total power, the share spent switching nets is 37.2%.
- The post-cts sizing count is 0.
- The first global-routing pass estimated 9.38 mm of wire.
- The proportion of synthesized flip-flops having asynchronous set or reset is 47.1%.
- The worst setup path startpoint is A[1].
- The ratio of final minimum period to clock period is 76.3%.
- On the critical path the data arrives at 4.06 ns.
- According to the hold report, the worst path is of the flip-flop to flip-flop type.
- The via count of the first global-routing pass is 1917.
- The total routing usage reported by global routing is 22.0%.
- For this run, the share of the core covered by cells in the final layout is 49.7%.
- The routed design shows a via density per instance of 5.44.
- As logged by OpenROAD, the buffers inserted on ports number 36.
- In this run the power spent charging and discharging nets is 0.0961 mW.
- The area share of the leading cell type in the synthesized netlist is 14.8%.
- The synthesis report lists the Yosys warning total as 1.
- Per the hold report, the tightest min-delay path originates at F[2]$_DFFE_PN0P_.
- Yosys attributes the largest share of cell area to ha_1, dfrtp_1, a21oi_1, dlxtn_1, xnor2_1.
- The worst setup path is captured at an output pin.
- The post-synth register bit count is 17.
- STA lists the startpoint of the worst register-to-register path as F[4]$_DFFE_PN0P_.
- The routed layout has 2035 vias.
- The script parses the final routing iteration and logs DRC violations as 0.
- The average instance area after synthesis is 7.55 sq um.
- The cell at the root of the clock tree is clkbuf_8.
- In this run the vertical extent of the chip is 74.7 microns.
- Cells with a size suffix above 1 make up 7.57% of the layout.
- In this run the critical path is formed by clkdlybuf4s50_1 -> inv_1 -> ha_1 -> o21bai_1 -> a2111oi_2 -> o31a_1 -> nor2_1 -> nor2_1 -> nor2_1 -> clkdlybuf4s50_1.
- The part of the power in registers is 22.6%.
- The yosys cell count is 280.
- The depth of the most critical reg-to-reg path is 1.
- The initial antenna violation count is 0.
- The report shows a maximum critical-path fanout of 6.
- The critical register-to-register path endpoint is F[4]$_DFFE_PN0P_.
- TritonCTS built the clock tree.
- The register-to-register path setup slack is 6.46 ns.
- The largest net degree at the start of global routing is 34.
- Dividing the detail-routed wire length by the instance count gives 15.2 microns.
- The register clock-pin slew on the reported worst setup and hold paths is 0.04 ns.
- Cell internal power was estimated by the tool at 0.162 mW.
- In the final report, the number of pins over their slew limit comes to 0.
- The iteration count recorded for the first detailed-route pass is 4.
- The worst VDD IR drop from the latest analysis is 0.0660 mV.
- Setup repair after global routing left no endpoint under its margin.
- The number of register pins that no clock reaches is 9.
- The library cell appearing most often on the critical path is nor2_1.
- Per the detailed-route log, wirelength across all metal layers totals 5.69 mm.
- For reference, the top cells by count after synthesis are a21oi_1, ha_1, nor2_1, inv_1, nand2_1.
- After its last routability iteration, the placer logged a weighted congestion of 0.925.
- The post-CTS setup repair buffer count is 0.
- In this run the static leakage power is 1.07 nW.
- The cell type with the largest total area after synthesis is ha_1.
- The yosys synthesis chip area is 2110 sq um.
- The tally of unique sky130hd cells used after synthesis is 54.
- The die outline width is 74.7 microns.
- Counting the fill cells in the layout gives 521.
- The area overhead of the layout relative to synthesis is 20.0%.
- The worst setup path is of the primary input to output pin kind.
- The stage logs contain a warning count of 41.
- Among all stages on the critical path, the maximum delay recorded is 0.61 ns.
- The power density over cell area is 102 nW/um^2.
- The first routing iteration left 122 violations.
- Per the synth stats, the flop cell with the highest instance count is dlxtn_1.
- The final critical-path required period is 5.50 ns.
- The H-tree depth reported by CTS is 1.
- The hold violation total from the final report is 0.
- The met3 wire length is 305 microns.
- The number of enable flip-flop cells is 0.
- The highest clock rate this design can be run at is 0.182 GHz.
- Per the post-route antenna check, the number of violating nets is 0.
- The tool flagged a number of max-cap violations equal to 0.
- The number of cell rows is 26.
- The number of placed instances, taps included is 371.
- For this block, wires on met1 add up to 2.61 mm.
- The synthesized cell area is 2110 sq um.
- The core outline area is 5110 sq um.
- The critical path required time is 5.76 ns.
- The number of top-level pins is 37.
- The worst-case clock buffer depth is 2.
- The portion of total power attributed to the clock network is 20.0%.
- The actual transition at the worst max-transition pin is 0.792 ns.
- Across all checked pins, the minimum headroom to the slew limit is 47.1%.
- The post-synthesis instance total is 280.
- In this run the top signal layer used is met3.
- The die covers 5580 sq um.
- The final setup violation count is 0.
- The report puts the hold buffer count at CTS at 0.
- The final setup skew is 0 ns.
- The count of endpoints without a timing constraint is 11.
- Setup total negative slack on the finished layout was measured at 0 ns.
- The global-route congestion overflow total is 0.
- Among all stages on the critical path, the largest delay is contributed by clkdlybuf4s50_1.
- The floorplan-stage core utilization is 41.4%.
- The most common cell in the synthesized netlist is a21oi_1.
cell usage in the layout, fill, tap and decap left out, types with 7 or more instances in the layout:
cell,instances
nor2_1,24
ha_1,25
nand2_1,16
nor3_1,9
a211oi_1,7
xnor2_1,14
clkdlybuf4s50_1,36
dlxtn_1,9
o21ai_0,10
dfrtp_1,8
a21oi_1,29
inv_1,23
mux2_2,8
per-stage QoR:
stage	power, mW	area [sq um]	hold slack [ns]	setup slack (ns)
3_3_place_gp	0.206	2490	0.491	1.69
4_1_cts	0.261	2540	0.504	1.70
6_report	0.258	2540	0.500	1.70
5_1_grt	0.281	2540	0.527	1.50
2_1_floorplan	0.154	2110	0.456	2.96
3_5_place_dp	0.206	2490	0.495	1.71
power groups by stage:
| stage | combinational, mW | sequential (mW) | clock, mW |
|---|---|---|---|
| finish | 0.148 | 0.0583 | 0.0518 |
| global route | 0.166 | 0.0592 | 0.0557 |
| CTS | 0.148 | 0.0584 | 0.0540 |
worst min path at each step:
stage | endpoint | cells after the start | slack (ns)
4_1_cts | F[6]$_DFFE_PN0P_ | 1 | 0.50
5_1_grt | F[1]$_DFFE_PN0P_ | 1 | 0.53
6_report | F[2]$_DFFE_PN0P_ | 1 | 0.50
routing by layer:
metal	track usage, %	vias to the layer above
met5	0	-
met1	31.3	937
met4	1.05	0
li1	-	1040
met2	38.5	58
met3	1.90	0
registers in the layout, summed over array words and instances, names as in the netlist:
| name | count |
|---|---|
| F | 8 |
| temp | 1 |
| result | 8 |
critical path: cells and delay by family:
kind                       cells  cell delay [ns]
and+or+nand+nor                3             0.23
AOI/OAI and AO/OA              3             0.76
buffers and inverters          3             1.23
adders and majority gates      1             0.40
cell families (layout without fill, tap and decap cells):
| kind of cell | after synthesis | count (layout) | synth area share, % |
|---|---|---|---|
| AOI/OAI and AO/OA | 88 | 88 | 27.2 |
| and+or+nand+nor | 76 | 76 | 18.4 |
| buffers and inverters | 43 | 67 | 8.64 |
| adders and majority gates | 27 | 27 | 16.7 |
| xor gates and xnor gates | 17 | 17 | 7.05 |
| muxes | 12 | 12 | 6.16 |
| latches | 9 | 9 | 6.39 |
| DFF | 8 | 8 | 9.47 |
final cells by class:
| type | instances | area, sq um | area share [%] |
|---|---|---|---|
| clock buffers | 3 | 41.3 | 1.63 |
| inverters | 25 | 93.8 | 3.70 |
| multi-input cells | 220 | 1600 | 62.9 |
| flip-flops and latches | 17 | 335 | 13.2 |
| well taps | 70 | 87.6 | 3.45 |
| repair buffers | 39 | 383 | 15.1 |
Power figures rest on the tool's default switching activity, not on a simulated workload.
